`config.mk`:
```
export PLATFORM = sky130hd
export DESIGN_NAME = sync_fifo
export DESIGN_NICKNAME = sync_fifo
export VERILOG_FILES = /design/flow/design.v
export SDC_FILE = /design/flow/constraint.sdc
export NUM_CORES = 4
export LEC_CHECK = 1
export CORE_UTILIZATION = 50
export SYNTH_MEMORY_MAX_BITS = 65536
```
`constraint.sdc`:
```
current_design sync_fifo

set clk_period 7412.7
set clk_io_pct 0.2

create_clock -name clk0 -period $clk_period [get_ports {clk}]

set non_clock_inputs [all_inputs -no_clocks]
set_input_delay [expr $clk_period * $clk_io_pct] -clock clk0 $non_clock_inputs
set_output_delay [expr $clk_period * $clk_io_pct] -clock clk0 [all_outputs]
```
`design.v`:
```
`timescale 1 ns / 1 ps
module	sync_fifo
#(
	parameter   DATA_WIDTH = 'd16  ,							 
    parameter   DATA_DEPTH = 'd1024 							 
)
(
	input									clk		,		 
	input									rst_n	,        
	input	[DATA_WIDTH-1:0]				data_in	,        
	input									rd_en	,        
	input									wr_en	,        
	output	reg	[DATA_WIDTH-1:0]			data_out,	     
	output									empty	,	     
	output									full	,        
	output	reg	[$clog2(DATA_DEPTH) : 0]	fifo_cnt		 
);
reg [DATA_WIDTH - 1 : 0] fifo_buffer[DATA_DEPTH - 1 : 0];	 
reg [$clog2(DATA_DEPTH) - 1 : 0]	wr_addr;				 
reg [$clog2(DATA_DEPTH) - 1 : 0]	rd_addr;				 
always @ (posedge clk or negedge rst_n) begin
	if (!rst_n)
		rd_addr <= 0;
	else if (!empty && rd_en)begin							 
		rd_addr <= rd_addr + 1'd1;
	end
end
always @(posedge clk) begin
    if(!empty && rd_en)
        data_out <= fifo_buffer[rd_addr];
end
always @ (posedge clk or negedge rst_n) begin
	if (!rst_n)
		wr_addr <= 0;
	else if (!full && wr_en)begin							 
		wr_addr <= wr_addr + 1'd1;
	end
end
always @(posedge clk) begin
    if(!full && wr_en)
        fifo_buffer[wr_addr]<=data_in;
end
always @ (posedge clk or negedge rst_n) begin
	if (!rst_n)
		fifo_cnt <= 0;
	else begin
		case({wr_en,rd_en})									 
			2'b00:fifo_cnt <= fifo_cnt;						 
			2'b01:	                               			 
				if(fifo_cnt != 0)				   			 
					fifo_cnt <= fifo_cnt - 1'b1;   			 
			2'b10:                                 			 
				if(fifo_cnt != DATA_DEPTH)         			 
					fifo_cnt <= fifo_cnt + 1'b1;   			 
			2'b11:fifo_cnt <= fifo_cnt;	           			 
			default:;                              	
		endcase
	end
end
assign full  = (fifo_cnt == DATA_DEPTH) ? 1'b1 : 1'b0;		 
assign empty = (fifo_cnt == 0)? 1'b1 : 1'b0;				 
endmodule
```
`run.sh`:
```
#!/bin/bash
# OpenROAD 26Q1-2900-gdf79404cd8, Yosys 0.63+post, stock flow scripts
make -C /OpenROAD-flow-scripts/flow DESIGN_CONFIG=/design/flow/config.mk WORK_HOME=/design/flow/orfs finish
```
==> run notes <==
Update from the flow run.

The flow ran to the end, and the final reports show no timing, DRC or antenna violations. Per the cell usage report, the commonest logic cells after layout are sky130_fd_sc_hd__edfxtp_1 (16400), sky130_fd_sc_hd__mux4_2 (3931), sky130_fd_sc_hd__buf_4 (2235). Looking at the post-CTS report, the setup buffer insertion count equals 0. The vias per cell is 6.43. The hold path depth is 1. The number of enable-type register cells in the synthesized netlist is ~16000.

For reference, the post-synthesis area per instance comes to 22.5 sq um. The initial antenna violation count is between 200 and 300. The actual slew at the worst max-slew pin is 1.44 ns. STA lists the startpoint of the worst hold path as fifo_cnt[0]$_DFFE_PN0P_. The standard cell core area is 1260000 sq um. The clock input transition at the sequential cells of the worst setup and hold paths is 0.06 ns.

The final worst-path setup slack is 5926.72 ns. The critical path endpoint category is a flip-flop. The area of the mapped netlist is 633000 sq um. Per the OpenROAD power report, leakage power amounts to 227 nW. The final instance count without filler cells is 49000. The sequential element share of the synthesized area is 0.779. Per the final timing report, the hold violations number 0.

The number of max-capacitance violations reported is 0. The floorplan step set the die width to 1.13 mm. The final layout report lists a filler cell count of slightly below 90000. The total routed wirelength is 2110 mm. The insertion delay of the later-clocked pin in the worst-skew pair is 1.35 ns. The cell depth of the worst flop-to-flop path is 18. The final critical delay including setup and external delays is 1485.98 ns. Looking at the reg2reg group, the worst path starts from rd_addr[0]$_DFFE_PN0P_. The number of buffer cells added on primary ports is ~48. The clock skew is 0.120 ns.

Per the synth stats, the proportion of register bits with asynchronous set or reset is 0.00189. The area of all placed cells without fillers is roughly 720000 sq um. Detailed placement reports a standard cell area of 665000 sq um. The max-slew check reports its worst relative slack as 0.0304. The via count of the first global-routing pass is 347000. Per the detail_route report, routed wire per instance is 42.9 microns. From synthesis to final layout, the design area changed by 13.7%. Per the final report, max-transition violations number 0.

According to the report, the first pass of detailed routing completed in 6 iterations. The number of antenna-violating nets in the routed design is 0. The final timing summary puts the cycle share of the worst path at 0.200. The longest clock path from root to sink contains 6 buffers. The yosys warning tally is 1. The clock H-tree reported by CTS has 7 levels. The nature of the critical path startpoint is an input pin. For this run, design rule violations remaining after detail routing come to 0. The critical path is of the in -> reg type.

TritonCTS built the clock tree. The floorplan step set the die height to 1.13 mm. The worst endpoint required time is 7413.74 ns.

The count of hold buffers inserted by post-cts repair is 0. The detailed router finished its first iteration with 24700 violations. The post-synth area from yosys stat is 633000 sq um.

The source of the critical timing path is data_in[15]. Setup repair after global routing left no endpoint under its margin. The power density over the cells is 0.393 nW/um^2. Per the final layout report, the fraction of cells sized above drive strength 1 comes to 0.296.

Among logic cells in the layout, the one with the most instances is sky130_fd_sc_hd__edfxtp_1. Per the TritonCTS log, the buffer count is about 1700. After routing, the total negative slack on setup checks comes to 0 ns.

The first global-routing pass estimated 2860 mm of wire. The total number of clock tree sinks is between 15000 and 20000. In the Yosys report the total cell count is 28200. The end-of-flow core utilization is 0.570. The type of the most critical hold path is reg -> reg. Post-synth the commonest register cell is sky130_fd_sc_hd__edfxtp_1. At the placement stage, the worst setup path has a slack of slightly below 6000 ns. In this run the clock root is driven by a sky130_fd_sc_hd__clkbuf_16. The OpenROAD warning count is 33.

The pre-placement core utilization is 0.501. The count of unique library cells instantiated by Yosys is 102. The number of setup violations in the final report is 0. The highest supply drop recorded on VDD is 0.470 uV. The maximum number of pins on one net before global-route repair is 94. Detailed placement ended at an HPWL of 1380 mm. The synthesis stat section lists a flop and latch total of around 16000. Across all layers, the routed design uses 316000 vias. The worst-path maximum fanout is 81. The synthesized netlist cell count is approximately 28000. The die outline area is 1270000 sq um. Row generation in the floorplan step produced around 410 rows. The post-CTS resize count is 0. The remaining global-route overflow is 0. The placed instance count is 45600. The critical path data arrival time is 1487.03 ns.

Overall routing resource usage recorded by global route was 0.379. The highest clock rate is roughly 0.00067 GHz. The final estimated routing congestion in global placement is 1.00. 49 I/O pins were placed.
==> synthesized netlist by cell type (all sizes together), types with 77 or more instances <==
library cell	count	area share
a211oi	134	0.0016
edfxtp	16400	0.78
nor2	1257	0.0075
a21oi	487	0.0039
a221oi	288	0.0041
mux2i	1385	0.022
nand2	540	0.0032
o221ai	143	0.0020
clkbuf	678	0.0040
buf	1060	0.013
o22ai	266	0.0026
mux4	3952	0.14
o211ai	77	0.00092
nand3	100	0.00082
mux2	80	0.0014
o21ai	371	0.0029
a22oi	228	0.0027
==> final timing paths <==
check | to | slack [ns]
min in group asynchronous | fifo_cnt[0]$_DFFE_PN0P_ | 1481.27
max | fifo_buffer[388][15]$_DFFE_PP_ | 5926.72
min reg2reg | fifo_cnt[0]$_DFFE_PN0P_ | 0.56
max in group asynchronous | rd_addr[6]$_DFFE_PN0P_ | 5930.94
max reg2reg | data_out[12]$_DFFE_PP_ | 7402.26
min | fifo_cnt[0]$_DFFE_PN0P_ | 0.56
==> through the flow <==
stage | hold WS [ns] | power, mW
2_1_floorplan | 0.478 | 0.153
3_3_place_gp | 0.539 | 0.197
3_5_place_dp | 0.551 | 0.197
4_1_cts | 0.564 | 0.281
5_1_grt | 0.587 | 0.289
6_report | 0.563 | 0.283
==> cells by family (layout without fill, tap and decap cells) <==
logic type / after synthesis / count (layout) / synth area share
DFF: 16400 / 16400 / 0.779
muxes: 5417 / 5417 / 0.164
AOI/OAI and AO/OA: 2361 / 2361 / 0.0256
and+or+nand+nor: 2157 / 2157 / 0.0140
buffers and inverters: 1755 / 5407 / 0.0170
xor gates and xnor gates: 25 / 25 / 0.000346
adders and majority gates: 16 / 16 / 0.000328
other: 0 / 426 / 0
==> cell type report <==
class,instances,area [sq um],share of cell area
clock buffers,2062,44700,0.0620
repair buffers,2338,18400,0.0256
clock inverters,990,9990,0.0139
multi-input cells,9976,132000,0.183
flip-flops and latches,16400,493000,0.685
diodes,426,1070,0.00148
well taps,16800,21000,0.0292
inverters,17,111,0.000155
==> power by group <==
group | total (mW) | internal (mW) | switching, mW | leakage (nW)
Combinational | 0.0949 | 0.0311 | 0.0638 | 52.2
Clock | 0.0848 | 0.0497 | 0.0351 | 26.6
Sequential | 0.103 | 0.103 | 0.000475 | 148
Total | 0.283 | 0.183 | 0.0994 | 227
==> critical path, stage by stage <==
cell	delay (ns)
sky130_fd_sc_hd__buf_8	0.29
sky130_fd_sc_hd__buf_4	0.54
sky130_fd_sc_hd__buf_12	0.40
sky130_fd_sc_hd__buf_12	0.43
sky130_fd_sc_hd__buf_4	0.56
sky130_fd_sc_hd__buf_4	0.58
sky130_fd_sc_hd__buf_4	0.65
sky130_fd_sc_hd__buf_4	0.57
==> flip-flops by register name, summed over array words and instances, names as in the netlist <==
name,cells
fifo_buffer,16384
data_out,16
fifo_cnt,11
rd_addr,10
wr_addr,10
==> metal layers <==
layer / share of wire / GRT usage
met1: 0.26 / 0.410
met2: 0.43 / 0.482
met3: 0.23 / 0.376
met4: 0.062 / 0.176
met5: 0.0093 / 0.126
Power is estimated from default activity; no workload was simulated.
